==> /design/flow/config.mk <==
export PLATFORM = sky130hd
export DESIGN_NAME = Cordic
export DESIGN_NICKNAME = Cordic
export VERILOG_FILES = /design/flow/design.v
export SDC_FILE = /design/flow/constraint.sdc
export NUM_CORES = 4
export LEC_CHECK = 1
export CORE_UTILIZATION = 30
==> /design/flow/constraint.sdc <==
current_design Cordic

set clk_period 10.7
set clk_io_pct 0.2

create_clock -name clk0 -period $clk_period [get_ports {clk}]

set non_clock_inputs [all_inputs -no_clocks]
set_input_delay [expr $clk_period * $clk_io_pct] -clock clk0 $non_clock_inputs
set_output_delay [expr $clk_period * $clk_io_pct] -clock clk0 [all_outputs]
==> /design/flow/design.v <==
module  ALU #(parameter FIXED_POINT =16)
(
input   wire      [FIXED_POINT-1:0]    OPERAND_A  ,
input   wire      [FIXED_POINT-1:0]    OPERAND_B  ,
input   wire                           ADD_SUB    ,
output  reg      [FIXED_POINT-1:0]    ALU_OUT  
);
always @(*)
begin
  if(ADD_SUB)
    ALU_OUT=OPERAND_A-OPERAND_B;
  else
    ALU_OUT=OPERAND_A+OPERAND_B;
end
endmodule
module  Cordic  #(parameter FIXED_POINT =14)
(
input             wire                        clk         ,
input             wire                        rst         ,
input       wire signed   [16:0]   theta_rad   ,
input       wire signed   [FIXED_POINT-1:0]   data_in_x   ,
input       wire signed   [FIXED_POINT-1:0]   data_in_y   ,
input             wire                        enable_in   ,
input             wire                        load_data   ,
input             wire    [3:0]               Shift_value ,
output      wire signed   [FIXED_POINT-1:0]   data_out_x  ,
output      wire signed   [FIXED_POINT-1:0]   data_out_y  
);
  wire signed  [16:0]   z;
  wire  signed [16:0]             tan_internal;
  wire  signed [16:0]             tan_alu;
  wire  signed [16:0]             tan_reg;
  wire  signed [FIXED_POINT-1:0]  x_internal;
  wire  signed [FIXED_POINT-1:0]  x_outreg;
  wire  signed [FIXED_POINT-1:0]  x_outshift;
  wire  signed [FIXED_POINT-1:0]  y_internal;   
  wire  signed [FIXED_POINT-1:0]  y_outreg;  
  wire  signed [FIXED_POINT-1:0]  y_outshift;  
atan  #(.FIXED_POINT(17) ,.DEPTH_ITERATION (15))  U0_atan
(
 .address(Shift_value),         
 .output_rom(z)
);
mux # ( .FIXED_POINT(17))  U0_MUX_tan
  (
    .in1       (theta_rad),
    .in2       (tan_alu),
    .selection (load_data),
    .output_mux (tan_internal)
  );
  Register  #( .FIXED_POINT(17)) U0_REG_tan
  (
  .clk         (clk)  ,
  .rst         (rst)  ,
  .input_data  (tan_internal)  ,
  .enable (enable_in),
  .output_data (tan_reg)            
  );
  ALU #(.FIXED_POINT (17)) U0_ALU_tan
(
.OPERAND_A  (tan_reg),
.OPERAND_B  (z),
.ADD_SUB    (~tan_reg[16]),
.ALU_OUT    (tan_alu)
);
mux # ( .FIXED_POINT(FIXED_POINT))  U0_MUX_X
(
  .in1       (data_in_x),
  .in2       (data_out_x),
  .selection (load_data),
  .output_mux (x_internal)
);
Register  #( .FIXED_POINT(FIXED_POINT)) U0_REG_X
(
  .clk         (clk)  ,
  .rst         (rst)  ,
  .input_data  (x_internal)  ,
  .enable (enable_in),
  .output_data (x_outreg)            
);  
Shift_Reg #(.FIXED_POINT (FIXED_POINT)) U0_ShiftReg_x
(
  .input_data (x_outreg),
  .shift_value(Shift_value),
  .output_shift(x_outshift)
);
ALU #(.FIXED_POINT (FIXED_POINT)) U0_ALU_X
(
  .OPERAND_A  (x_outreg),
  .OPERAND_B  (y_outshift),
  .ADD_SUB    (~tan_reg[16]),
  .ALU_OUT    (data_out_x)
);
  mux # ( .FIXED_POINT(FIXED_POINT))  U0_MUX_y
  (
    .in1       (data_in_y),
    .in2       (data_out_y),
    .selection (load_data),
    .output_mux (y_internal)
  );
Register  #( .FIXED_POINT(FIXED_POINT)) U0_REG_y
  (
  .clk         (clk)  ,
  .rst         (rst)  ,
  .input_data  (y_internal)  ,
  .enable (enable_in),
  .output_data (y_outreg)            
  );
  Shift_Reg #(.FIXED_POINT (FIXED_POINT)) U0_ShiftReg_y
  (
  .input_data (y_outreg),
  .shift_value(Shift_value),
  .output_shift(y_outshift)
  );
  ALU #(.FIXED_POINT (FIXED_POINT)) U0_ALU_y
(
.OPERAND_A  (y_outreg),
.OPERAND_B  (x_outshift),
.ADD_SUB    (tan_reg[16]),
.ALU_OUT    (data_out_y)
);
endmodule
module  Register  #(parameter FIXED_POINT =16  )
  (
  input     wire                      clk           ,
  input     wire                      rst           ,
  input     wire  [FIXED_POINT-1:0]   input_data    ,
  input     wire                      enable        ,
  output    reg   [FIXED_POINT-1:0]   output_data             
  );
  always@(posedge clk or negedge rst)
  begin
    if(!rst)
      begin
        output_data <=  'b0;
      end
    else
      begin
        if(enable)
        output_data <=  input_data; 
        else
          output_data <=  output_data;
      end
  end
endmodule
module  Shift_Reg #(parameter FIXED_POINT =16)
  (
  input     wire    [FIXED_POINT-1:0]    input_data ,
  input     wire    [3:0]                shift_value,
  output    wire    [FIXED_POINT-1:0]      output_shift
  );
  assign  output_shift  = (input_data >>> shift_value);
endmodule
module  atan  #(parameter FIXED_POINT  =17 , 
                          DEPTH_ITERATION =15)
(
 input      wire     [3:0]               address ,         
 output     wire     [FIXED_POINT-1:0]   output_rom
);
  wire [FIXED_POINT-1:0] Arc_Tan_Table [DEPTH_ITERATION-1:0];
    assign     Arc_Tan_Table[0] = 'b01100100100010000;   
    assign     Arc_Tan_Table[1] = 'b00111011010110010;
    assign     Arc_Tan_Table[2] = 'b00011111010110111;
    assign     Arc_Tan_Table[3] = 'b00001111111010110;
    assign     Arc_Tan_Table[4] = 'b00000111111111011;
    assign     Arc_Tan_Table[5] = 'b00000011111111111;
    assign     Arc_Tan_Table[6] = 'b00000010000000000;
    assign     Arc_Tan_Table[7] = 'b00000001000000000;
    assign     Arc_Tan_Table[8] = 'b00000000100000000;
    assign     Arc_Tan_Table[9] = 'b00000000010000000;
    assign     Arc_Tan_Table[10] = 'b00000000001000000;
    assign     Arc_Tan_Table[11] = 'b00000000000100000;
    assign     Arc_Tan_Table[12] = 'b00000000000010000;
    assign     Arc_Tan_Table[13] = 'b00000000000001000;
    assign     Arc_Tan_Table[14] = 'b00000000000000100;
    assign  output_rom  = Arc_Tan_Table [address]; 
endmodule
module  mux # (parameter FIXED_POINT=16)
  (
    input     wire          [FIXED_POINT-1:0]     in1       ,
    input     wire          [FIXED_POINT-1:0]     in2       ,
    input     wire                                selection ,
    output    wire           [FIXED_POINT-1:0]     output_mux
  );
  assign output_mux = selection?  in2:in1;
endmodule
==> /design/flow/run.sh <==
#!/bin/bash
# OpenROAD 26Q1-2900-gdf79404cd8, Yosys 0.63+post, stock flow scripts
make -C /OpenROAD-flow-scripts/flow DESIGN_CONFIG=/design/flow/config.mk WORK_HOME=/design/flow/orfs finish
==> run summary <==
yosys + openroad results -> initial antenna violation count 0, Detailed Route Iter0 Violations 385, FMAX 0.1020 GHz, relative slew slack 48.05%, top cells, area dfrtp_1 17%, mux2i_1 9.0%, ha_1 8.9%, dpl cell area 0.007411 sq mm, clk latency late pin 0.31 ns, die height 148.5 um, Final Max Slew Viols 0, tool warning count 26, FP Rows 53, Hold WS 0.5244 ns, met1 wire length 9731 um, Yosys chip area 0.006435 sq mm, first-pass GRT wire length 30310 um, met3 WL post-DR 959 um, Vias per Instance 5.424, CTS tree yes, Pwr Density 396.8 mW/mm^2, die x size 148.5 um, routability congestion estimate 0.9411, largest net degree at the start of global routing 64, num ports 81, status complete, no violations, worst reg-to-reg path cell count 15, Pre-antenna DRT Iters 8, MaxCap Viol Count 0, CP arrival 7.67 ns, crit end category primary output, register area 0.001126 sq mm, Hold Crit Class flop to flop, Required @ worst endpoint 8.56 ns, crit path kind primary input to primary output, share of layout cells above drive strength 1 8.028%, total track usage 17.63%, leakage power 3.053 nW, RSZ-0062 raised after global routing no, dpl hpwl 14340 um, Tightest Pin Transition 0.7733 ns, WHS Path Cells 1, CTS Buffer Depth 2, Cells after Synth 800, hold path startpoint U0_REG_tan.output_data[2]$_DFFE_PN0P_, vias post-DR 6086, flop-to-flop setup slack 5.63 ns, Psw 0.001321 W, crit-path max FO 32, Fill cells 2169, antenna-violating nets left 0, most frequent logic cell in the layout nor2_1, clock share of power 6.3%, core area 0.02102 sq mm, worst vdd ir 0.0002692 V, Ys Warns 5, reg2reg start U0_REG_y.output_data[13]$_DFFE_PN0P_, Hold Vio Cnt, Final 0, Main synth FF type dfrtp_1, Sw Share 43.89%, Synth Register Bits 45, H-tree lvl count 2, number of synthesized flops with an enable pin 0, die area 0.02204 sq mm, Startpoint Class primary input, final instance area 0.007584 sq mm, yosys cell count 800, clock period minus final worst setup slack 9.808 ns, GRT overflow 0, Post-Route Skew 0.008585 ns, post-synthesis cell area 0.006435 sq mm, Area Growth Syn to Fin 17.85%, Seq pwr share 12.5%, end of the worst register-to-register path U0_REG_X.output_data[13]$_DFFE_PN0P_, Final Cycle Share 91.66%, Int Pwr 0.001689 W, Yosys cell types 81, overall power 0.003009 W, clock root buffer clkbuf_16, uppermost layer routed met4, Hold Buf Count CTS 0, CTS clk-pin slew, worst paths 0.06 ns, setup TNS 0 ns, Inserted Clock Buffers 5, postcts setup bufs 0, Finish-stage setup viols 0, Logic pwr share 81.2%, I/O Buffers 80, Synth area leader dfrtp_1, Routed WL 18790 um, Core Util, Final 36.08%, DRC violations left 0, average wire per standard cell 16.74 um, syn_area_per_cell 8.044 sq um, multi-input logic area 0.004977 sq mm, # clock sinks 45, post_cts resized 0, Top cell area share 17.50%, Antenna Cells 0, number of global-route vias before repair 5507, WL met2 7826 um, endpoint of the worst hold path U0_REG_tan.output_data[2]$_DFFE_PN0P_, FP Util 30.61%, Async SR Flop Fraction 100.0%, Seq share, synth 17.50%, top logic cells by instance count in the layout 91 x nor2_1, 76 x a21oi_1, 75 x clkdlybuf4s50_1
through the flow:
stage                     instances  worst slack [ns]
after floorplan                 800             2.848
after global placement         1114             1.086
after detailed placement       1114            0.9964
after CTS                      1122            0.9500
after global routing           1122            0.4283
final                          1122            0.8921
area by class of cell:
cell class                      count  share of cell area (%)
Timing Repair Buffer               93                   11.52
Inverter                           24                   1.188
Clock buffer                        7                   1.881
Sequential cell                    45                   14.85
Tap cell                          275                   4.537
Clock inverter                      1                  0.3960
Multi-Input combinational cell    677                   65.63
cell families after synthesis:
family,count (synthesis),synth area share (%)
and+or+nand+nor,246,19.00
AOI/OAI and AO/OA,232,24.05
muxes,85,15.57
buffers and inverters,78,5.152
xor gates and xnor gates,65,8.847
adders and majority gates,49,9.878
DFF,45,17.50
power by group through the flow:
stage         combinational, W  sequential [W]  clock, W
CTS                    0.00246        0.000376  0.000196
finish                 0.00244        0.000377  0.000190
global route           0.00273        0.000396  0.000201
cells in the mapped netlist (8+ instances only):
| master | n |
|---|---|
| and2_1 | 8 |
| o21bai_1 | 9 |
| dfrtp_1 | 45 |
| mux2_2 | 15 |
| clkbuf_1 | 28 |
| a31oi_1 | 15 |
| o22ai_1 | 10 |
| xor2_1 | 18 |
| nand2_1 | 46 |
| a22oi_1 | 9 |
| nand2b_1 | 11 |
| nand4_1 | 9 |
| o211ai_1 | 9 |
| a21oi_1 | 76 |
| nor2_1 | 91 |
| ha_1 | 46 |
| mux4_2 | 10 |
| xnor2_1 | 47 |
| nand3_1 | 10 |
| mux2i_1 | 58 |
| o21ai_0 | 35 |
| buf_1 | 14 |
| nand3b_1 | 8 |
| or3_1 | 8 |
| a21o_1 | 10 |
| inv_1 | 23 |
| nor3_1 | 20 |
| nor2b_1 | 10 |
how the worst max path moves through the flow:
stage / startpoint / end / slack [ns] / depth (start not counted)
finish: Shift_value[2] / data_out_x[13] / 0.89 / 18
CTS: Shift_value[2] / data_out_x[13] / 0.95 / 18
global route: Shift_value[2] / data_out_x[13] / 0.43 / 18
registers in the layout, indices dropped and copies added (netlist names):
signal                  count
U0_REG_X.output_data       14
U0_REG_tan.output_data     17
U0_REG_y.output_data       14
routing by layer:
metal	GRT usage, %	vias up
met5	0	-
met2	24.79	164
li1	-	3054
met3	2.034	20
met4	2.629	0
met1	29.26	2848
worst max-delay path, cell delays in order:
cell             delay [ns]
clkdlybuf4s50_1        0.94
buf_4                  0.43
or2_2                  0.32
o22ai_1                0.10
a31oi_1                0.32
inv_1                  0.08
ha_1                   0.23
nand2_1                0.07
nand2_1                0.08
xnor2_1                0.14
ha_1                   0.35
a2111oi_0              0.48
o21ai_0                0.22
a311o_1                0.37
a2111oi_0              0.37
nor3_1                 0.23
xnor2_1                0.25
clkdlybuf4s50_1        0.52
Power and IR drop assume default switching activity.
